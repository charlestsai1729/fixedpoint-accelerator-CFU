## /design/flow/constraint.sdc

```tcl
current_design Cfu

set clk_period 22.9
set clk_io_pct 0.2

create_clock -name clk0 -period $clk_period [get_ports {clk}]

set non_clock_inputs [all_inputs -no_clocks]
set_input_delay [expr $clk_period * $clk_io_pct] -clock clk0 $non_clock_inputs
set_output_delay [expr $clk_period * $clk_io_pct] -clock clk0 [all_outputs]
```

## /design/flow/run.sh

```bash
#!/bin/bash
# OpenROAD 26Q1-2900-gdf79404cd8, Yosys 0.63+post, stock flow scripts
make -C /OpenROAD-flow-scripts/flow DESIGN_CONFIG=/design/flow/config.mk WORK_HOME=/design/flow/orfs finish
```

## /design/flow/config.mk

```make
export PLATFORM = sky130hd
export DESIGN_NAME = Cfu
export DESIGN_NICKNAME = Cfu
export VERILOG_FILES = /design/flow/design.v
export SDC_FILE = /design/flow/constraint.sdc
export NUM_CORES = 4
export LEC_CHECK = 1
export CORE_UTILIZATION = 40
```

## /design/flow/design.v

```verilog
module Cfu (
    input               cmd_valid,
    output              cmd_ready,
    input      [9:0]    cmd_payload_function_id,
    input      [31:0]   cmd_payload_inputs_0,
    input      [31:0]   cmd_payload_inputs_1,
    output reg          rsp_valid,
    input               rsp_ready,
    output reg [31:0]   rsp_payload_outputs_0,
    input               reset,
    input               clk
);
    reg [8:0] InputOffset;
    wire signed [15:0] prod_0, prod_1, prod_2, prod_3;
    assign prod_0 =  ($signed(cmd_payload_inputs_0[7 : 0]) + $signed(InputOffset))
                    * $signed(cmd_payload_inputs_1[7 : 0]);
    assign prod_1 =  ($signed(cmd_payload_inputs_0[15: 8]) + $signed(InputOffset))
                    * $signed(cmd_payload_inputs_1[15: 8]);
    assign prod_2 =  ($signed(cmd_payload_inputs_0[23:16]) + $signed(InputOffset))
                    * $signed(cmd_payload_inputs_1[23:16]);
    assign prod_3 =  ($signed(cmd_payload_inputs_0[31:24]) + $signed(InputOffset))
                    * $signed(cmd_payload_inputs_1[31:24]);
    wire signed [31:0] sum_prods;
    assign sum_prods = prod_0 + prod_1 + prod_2 + prod_3;
    assign cmd_ready = ~rsp_valid & ~calculating;
    reg [31:0] exp_input, exp_integer_bits;
    reg exp_input_valid;
    wire exp_finish;
    wire [31:0] exp_result;
    exp EXP (
        .clk(clk),
        .rst(reset),
        .x(exp_input),
        .integer_bits(exp_integer_bits[3:0]),
        .input_valid(exp_input_valid),
        .exp_x(exp_result),
        .output_valid(exp_finish)
    );
    reg [31:0] re_input;
    reg re_input_valid;
    wire [31:0] re_result;
    wire re_finish;
    reciprocal RECIPROCAL (
        .clk(clk),
        .rst(reset),
        .x(re_input),
        .input_valid(re_input_valid),
        .reciprocal(re_result),
        .output_valid(re_finish)
    );
    wire signed [31:0] quantized_result;
    reg [31:0] quantized_multiplier, quantized_shift, quantized_x;
    reg quan_input_valid;
    wire quan_finish;
    MultiplyByQuantizedMultiplier MBQM (
        .clk(clk),
        .x(quantized_x),
        .quantized_multiplier(quantized_multiplier),
        .shift(quantized_shift),
        .result(quantized_result),
        .input_valid(quan_input_valid),
        .output_valid(quan_finish)
    );
    reg calculating;
    always @(posedge clk) begin
        if (reset) begin
            rsp_payload_outputs_0 <= 32'b0;
            rsp_valid <= 1'b0;
            calculating <= 0;
            exp_input <= 0;
            exp_input_valid <= 0;
            re_input <= 0;
            re_input_valid <= 0;
            InputOffset <= 0;
        end else if (rsp_valid) begin
            rsp_valid <= ~rsp_ready;
        end else if (cmd_valid) begin
            if (cmd_payload_function_id[9:3] == 0) begin
                rsp_payload_outputs_0 <= 32'b0;
                InputOffset <= cmd_payload_inputs_0[8:0];
                rsp_valid <= 1'b1;
            end 
            else if (cmd_payload_function_id[9:3] == 1) begin
                rsp_payload_outputs_0 <= rsp_payload_outputs_0 + sum_prods;
                rsp_valid <= 1'b1;
            end 
            else if (cmd_payload_function_id[9:3] == 10) begin
                quantized_x <= cmd_payload_inputs_0;
                quantized_multiplier <= cmd_payload_inputs_1;
                rsp_valid <= 1'b1;
            end
            else if (cmd_payload_function_id[9:3] == 11) begin
                quantized_shift <= cmd_payload_inputs_0;
                quan_input_valid <= 1;
                calculating <= 1;
            end
            else if (cmd_payload_function_id[9:3] == 12) begin
                exp_input <= cmd_payload_inputs_0;
                exp_integer_bits <= cmd_payload_inputs_1;
                exp_input_valid <= 1;
                calculating <= 1;
            end
            else if (cmd_payload_function_id[9:3] == 13) begin
                re_input <= cmd_payload_inputs_0;
                re_input_valid <= 1;
                calculating <= 1;
            end
        end
        else if (exp_input_valid || re_input_valid || quan_input_valid) begin
            exp_input_valid <= 0;
            re_input_valid <= 0;
            quan_input_valid <= 0;
        end
        else if (exp_finish == 1) begin
            calculating <= 0;
            rsp_valid <= 1'b1;
            rsp_payload_outputs_0 <= exp_result;
        end
        else if (re_finish == 1) begin
            calculating <= 0;
            rsp_valid <= 1'b1;
            rsp_payload_outputs_0 <= re_result;
        end
        else if (quan_finish == 1) begin
            calculating <= 0;
            rsp_valid <= 1'b1;
            rsp_payload_outputs_0 <= quantized_result;
        end
    end
endmodule
module exp(
    input wire clk,
    input wire rst,
    input wire [31:0] x,
    input wire [3:0] integer_bits,
    input wire input_valid,
    output reg [31:0] exp_x,
    output reg output_valid
);
    localparam IDLE = 0, CALC = 1, DONE = 2, INIT = 3;
    reg [1:0] state = IDLE;
    reg [2:0] i = 0;
    reg [36:0] x_extention;
    reg [36:0] temp;  
    reg [73:0] x_power;
    reg [73:0] term;
    reg [15:0] multiplier [0:5];
    always @(posedge clk) begin
        if (rst) begin
            state <= IDLE;
            temp <= 37'd0;
            x_power <= 74'd0;
            term <= 74'd0;
            i <= 0;
            x_extention <= 37'd0;
            output_valid <= 0;
            multiplier[0] <= 16'b1000000000000000;
            multiplier[1] <= 16'b0010101010101010;
            multiplier[2] <= 16'b0000101010101010;
            multiplier[3] <= 16'b0000001000100010;
            multiplier[4] <= 0;
            multiplier[5] <= 0;
        end 
        else begin
            case(state)
                IDLE: begin
                    output_valid <= 0;
                    if (input_valid) begin
                        x_extention <= {6'b0, x[30:0]} << integer_bits;  
                        temp <= 64'd1 << 31;  
                        i <= 1;
                        state <= INIT;
                    end
                end
                INIT: begin
                    x_power <= (x_extention * x_extention) >> 31;
                    term <= x_extention;
                    i <= i + 1;
                    state <= CALC;
                end
                CALC: begin
                    if (i <= 6) begin
                        term <= (x_power * multiplier[i-2]) >> 16;
                        temp <= (i % 2 == 1) ? temp + term : temp - term;
                        x_power <= (x_power * x_extention) >> 31;
                        i <= i + 1;
                    end else begin
                        state <= DONE;
                    end
                end
                DONE: begin
                    state <= IDLE;
                    exp_x <= temp[31] == 1 ? temp[31:0] - 1 : temp[31:0];
                    output_valid <= 1;
                end
            endcase
        end
    end
endmodule
module reciprocal(
    input wire clk,
    input wire rst,
    input wire [31:0] x,
    input wire input_valid,
    output reg [31:0] reciprocal,
    output reg output_valid
);
    localparam [33:0] CONSTANT_48_OVER_17 = 34'b0_10_1101001011010010110100101101001;  
    localparam [33:0] CONSTANT_32_OVER_17 = 34'b0_01_1110000111100001111000011110000;  
    localparam IDLE = 0, INIT = 1, CALC1 = 2, CALC2 = 3, CALC3 = 4, CALC4 = 5, DONE = 6;
    reg [2:0] state; 
    reg [33:0] half_denominator;
    reg [33:0] xi;
    reg [33:0] half_denominator_times_xi;
    reg [33:0] one_minus_half_denominator_times_xi;
    reg [33:0] correction;
    wire [67:0] temp0 = CONSTANT_48_OVER_17 - ((half_denominator * CONSTANT_32_OVER_17) >> 31);
    wire [67:0] temp1 = (half_denominator * xi) >> 31;
    wire [67:0] temp2 = (xi * one_minus_half_denominator_times_xi) >> 31;
    integer iteration_count;
    always @(posedge clk) begin
        if (rst) begin
            state <= IDLE;
            half_denominator <= 0;
            xi <= 0;
            half_denominator_times_xi <= 0;
            one_minus_half_denominator_times_xi <= 0;
            correction <= 0;
            iteration_count <= 0;
        end
        else begin
            case (state)
            IDLE: begin
                output_valid <= 0;
                reciprocal <= 0;
                if (input_valid) begin
                    state <= INIT;
                end
                half_denominator <= (x + (34'h1 << 31)) >> 1;
            end
            INIT: begin
                xi <= temp0[33:0];
                iteration_count <= 0;
                state <= CALC1;
            end
            CALC1: begin
                half_denominator_times_xi <= temp1[33:0];
                state <= CALC2;
            end
            CALC2: begin
                if (half_denominator_times_xi > (34'h1 << 31)) begin
                    one_minus_half_denominator_times_xi <= half_denominator_times_xi - (34'h1 << 31);
                end else begin
                    one_minus_half_denominator_times_xi <= (34'h1 << 31) - half_denominator_times_xi;
                end
                state <= CALC3;
            end
            CALC3: begin
                correction <= temp2[33:0];
                state <= CALC4;
            end
            CALC4: begin
                if (half_denominator_times_xi > (34'h1 << 31)) begin
                    xi <= xi - correction;
                end else begin
                    xi <= xi + correction;
                end
                iteration_count <= iteration_count + 1;
                if (iteration_count >= 3) begin
                    state <= DONE;
                end else begin
                    state <= CALC1;   
                end
            end
            DONE: begin
                reciprocal <= {xi[33], xi[31:1]};   
                output_valid <= 1;
                state <= IDLE;
            end
            endcase
        end
    end
endmodule
module MultiplyByQuantizedMultiplier
(
    input clk,
    input reset,
    input [31:0] x,
    input [31:0] quantized_multiplier,
    input [31:0] shift,
    output reg [31:0] result,
    input input_valid,
    output reg output_valid
);
    wire [31:0] left_shifted;
    wire [31:0] right_shift;
    wire [63:0] mul_result;
    assign left_shifted = x << (shift[31] ? 0 : shift);
    assign right_shift = (shift[31] ? -shift : 0);
    assign mul_result = $signed(left_shifted) * $signed(quantized_multiplier);
    reg valid_1;
    reg [63:0] mul_result_reg;
    reg [31:0] left_shifted_reg, right_shift_reg, quantized_multiplier_reg;
    always @(posedge clk) begin
        if (reset) begin
            valid_1 <= 0;
        end
        else if (input_valid) begin
            valid_1 <= 1;
            mul_result_reg <= mul_result;
            left_shifted_reg <= left_shifted;
            right_shift_reg <= right_shift;
            quantized_multiplier_reg <= quantized_multiplier;
        end 
        else begin
            valid_1 <= 0;
        end
    end
    wire [63:0] adjusted_mul_result;
    wire [31:0] nudge;
    wire overflow;
    wire [31:0] mul_high;
    assign overflow = (left_shifted_reg == quantized_multiplier_reg) && (left_shifted_reg == 32'h80000000);
    assign nudge = mul_result_reg[63] ? 32'hbfffffff : 32'h40000000;
    assign adjusted_mul_result = mul_result_reg + nudge;
    assign mul_high = overflow ? 32'h7fffffff : adjusted_mul_result[62:31];
    reg valid_2;
    reg [31:0] right_shift_reg2;
    reg [31:0] mul_high_reg2;
    always @(posedge clk) begin
        if (reset) begin
            valid_2 <= 0;
        end
        else if (valid_1) begin
            valid_2 <= 1;
            right_shift_reg2 <= right_shift_reg;
            mul_high_reg2 <= mul_high;
        end 
        else begin
            valid_2 <= 0;
        end
    end
    wire [31:0] remainder, threshold, mask;
    wire [31:0] x_shifted;
    assign mask = (32'h1 << right_shift_reg2) - 32'h1;
    assign remainder = mul_high_reg2 & mask;
    assign threshold = (mask >> 1) + (mul_high_reg2[31] ? 1 : 0);
    assign x_shifted = $signed(mul_high_reg2) >>> right_shift_reg2;
    reg valid_3;
    reg [31:0] remainder_reg3, threshold_reg3;
    reg [31:0] x_shifted_reg3;
    always @(posedge clk) begin
        if (reset) begin
            valid_3 <= 0;
        end
        else if (valid_2) begin
            valid_3 <= 1;
            remainder_reg3 <= remainder;
            threshold_reg3 <= threshold;
            x_shifted_reg3 <= x_shifted;
        end 
        else begin
            valid_3 <= 0;
        end
    end
    wire [31:0] x_rounded;
    assign x_rounded = x_shifted_reg3 + (remainder_reg3 > threshold_reg3 ? 1 : 0);
    always @(posedge clk) begin
        if (reset) begin
            output_valid <= 0;
        end
        else if (valid_3) begin
            output_valid <= 1;
            result <= x_rounded;
        end 
        else begin
            output_valid <= 0;
        end
    end
endmodule
```

==> reports/metrics.csv <==
metric,value,unit
residual antenna-violating net count after detailed routing,0,
Pins Over Slew Limit,0,
PD cells,69.8,mW/mm^2
# Cells Yosys,24500,
ys flop type,dfxtp_1,
CORE AREA,0.549,sq mm
Period minus WS final,16.10,ns
Initial Util,40.1,%
Hold WC Path Type,register to register,
"Arr. time, crit path",16.70,ns
Synth Seq Share,5.17,%
Port Buffer Count,108,
RR Startpoint,InputOffset[1],
"CTS clk-pin slew, worst paths",0.06,ns
setup TNS,0,ns
"most used cell, CP",a21oi_1,
RSZ-0062 raised after global routing,false,
synth-to-layout area growth,5.07,%
Max-area cell share,48.3,%
Fmax,62.1,MHz
Vias,156000,
WHS Path Cells,2,
Worst Setup SP,cmd_payload_inputs_0[17],
Sink Count,534,
routability congestion estimate,0.975,
cell count after synthesis,24500,
drt drc,0,
yosys stat chip area,0.220,sq mm
share of cells above drive strength 1,3.28,%
post-CTS sizing,0,
Synth top cell by count,inv_1,
First-pass DRT Iterations,6,
Synth Area per Inst,9.00,sq um
hpwl dp,505,mm
num rows,272,
hold_buf cts,0,
Crit. End Element,register,
Tot GR Track Use,25.5,%
Synth flops,534,
Yosys top cell by area,fa_1,
Ys Warns,6,
Worst Path Required,23.51,ns
hold_sp,re_input[15],
Log Warnings,58,
asr flop ratio synth,0,%
die span in y,744,microns
worst reg2reg path depth,48,
"top cells by count, synth","inv_1 (6147), fa_1 (5315), nand2_1 (3681)",
Critical-path top delay cell,clkdlybuf4s50_1,
final hold viol count,0,
Iteration-0 DRC Markers,6825,
initial antenna violation count,27,
Tot Pwr,16.1,mW
max-cap check violation count,0,
io pins,112,
CTS tree,done,
period utilization,70.3,%
first-pass GRT wire length,1010,mm
Chip Width,744,microns
Post-synth area hogs,"fa_1 (48%), ha_1 (11%), inv_1 (10%), nand2_1 (6.3%), and2_1 (4.5%)",
pin count of the biggest net entering global routing,68,
P_leak,114,nW
# setup viols final,0,
startpoint types,input pin,
"EDFF count, synth",70,
worst vdd ir,0.733,mV
mapped cell area,0.220,sq mm
synth unique cells,105,
clock latency at the later pin of the worst-skew pair,0.72,ns
Wirelength per Cell,20.4,microns
relative slew slack,33.3,%
Total Wirelength,636,mm
postcts setup bufs,0,
Final Util,42.2,%
Die Footprint,0.553,sq mm
Clock Path Buffers,3,
Tightest Pin Transition,1.00,ns
cts bufs inserted,67,
H-tree levels,3,
status,finished clean,
Post-Route Skew,0.0581,ns
"Largest stage delay, worst path",0.60,ns
critical path type,input pin to register,
crit-path max FO,8,
total gr overflow,0,
number of global-route vias before repair,171000,
clock root buffer,clkbuf_16,
via/cell ratio,5.01,
## final cells by class
| type | count | area, sq um |
|---|---|---|
| Inverter | 6158 | 23100 |
| Clock inverter | 33 | 344 |
| Tap cell | 7261 | 9080 |
| Multi-Input combinational cell | 16500 | 181000 |
| Antenna cell | 18 | 45.0 |
| Fill cell | 53100 | 317000 |
| Sequential cell | 534 | 11700 |
| Clock buffer | 91 | 1890 |
| Timing Repair Buffer | 499 | 4060 |
## stage by stage
step | std cells | hold slack, ns | setup WS (ns) | area [sq um]
6_report | 31100 | 0.454 | 6.80 | 231000
5_1_grt | 31100 | 0.470 | 6.10 | 231000
4_1_cts | 31100 | 0.457 | 6.91 | 231000
3_5_place_dp | 31000 | 0.450 | 6.27 | 229000
3_3_place_gp | 31000 | 0.444 | 6.14 | 229000
2_1_floorplan | 24500 | 0.436 | 7.16 | 220000
## worst max-delay path: cells and delay by family
family | cells | cell delay, ns
AND-OR/OR-AND | 24 | 5.01
adder cells (fa/ha/maj) | 10 | 4.38
buffers and inverters | 7 | 1.07
XOR/XNOR | 3 | 0.73
AND/OR/NAND/NOR | 4 | 0.67
multiplexers | 1 | 0.23
## cells by family after synthesis
kind of cell               count (synthesis)  share of synthesized area [%]
buffers and inverters                   7395                           12.6
and+or+nand+nor                         6692                           14.0
AOI/OAI and AO/OA                       1721                           5.10
xor gates and xnor gates                 596                           2.38
DFF                                      534                           5.17
adders and majority gates               7317                           59.7
muxes                                    209                           1.07
## metal layers
metal | share of wire, % | global-route usage (%) | wire [microns]
met1 | 38 | 33.4 | 244000
met5 | 0.067 | 0.450 | 427
met4 | 4.3 | 7.93 | 27400
met3 | 10 | 10.3 | 63900
met2 | 47 | 40.1 | 301000
## registers in the layout, indices dropped and copies added, names as in the netlist, 2 cells and up
name and count:
RECIPROCAL.half_denominator 32, rsp_payload_outputs_0 32, exp_integer_bits 4, RECIPROCAL.state 7, EXP.x_extention 37, RECIPROCAL.half_denominator_times_xi 34
EXP.temp 32, InputOffset 9, re_input 31, EXP.term 32, RECIPROCAL.reciprocal 32, EXP.x_power 43
EXP.state 2, EXP.exp_x 32, exp_input 31, EXP.i 3, RECIPROCAL.one_minus_half_denominator_times_xi 34, RECIPROCAL.xi 34
RECIPROCAL.correction 34, RECIPROCAL.iteration_count 32
## path summary, 6_finish.rpt
check | endpoint | slack, ns
min reg2reg | re_input[15] | 0.45
min | re_input[15] | 0.45
max reg2reg | rsp_payload_outputs_0[30] | 10.56
max | rsp_payload_outputs_0[30] | 6.80
## cell usage in the layout (no fill, tap or decap), types with 68 or more instances in the layout
cell type	instances
clkbuf_16	68
dfxtp_1	321
ha_1	2001
clkdlybuf4s50_1	107
mux2i_1	171
a21o_1	184
and3_1	77
nor2b_1	83
dfxtp_4	69
o21ai_0	259
nor2_1	707
buf_4	388
fa_1	5315
o21bai_1	94
nand3_1	108
edfxtp_1	70
a21oi_1	572
nor3_1	128
nand2_1	3680
xor2_1	225
inv_1	6145
xnor2_1	368
dfxtp_2	74
and2_1	1592
a211oi_1	134
## where the power goes
part	switching, mW	total, mW	internal, mW
combinational	8.24	13.8	5.52
sequential	0.227	1.26	1.03
clock	0.503	1.13	0.623
total	8.97	16.1	7.17
Power and IR drop assume default switching activity.
